[/design/flow/design.v]
`timescale 1ns / 10ps
module sync_fifo
  #
  (
   parameter WIDTH = 32,
   parameter DEPTH = 8,
   parameter DLOG2 = 3,
   parameter AFULL = 3
   )
  (
   input  [WIDTH-1:0]     data,
   input                  wrreq,
   input                  rdreq,
   input                  clock,
   input                  aclr,
   output reg [WIDTH-1:0] q,
   output                 full,
   output                 empty,
   output reg [DLOG2-1:0] usedw,
   output                 almost_full
   );
  reg [WIDTH-1:0]         ram[DEPTH-1:0];
  reg [DLOG2-1:0]         wr_addr;
  reg [DLOG2-1:0]         rd_addr;
  always @(posedge clock, posedge aclr)
    if (aclr) begin
      usedw   <= 'b0;
      wr_addr <= 'b0;
      rd_addr <= 'b0;
      q       <= 'b0;
    end else begin
      case ({wrreq, rdreq})
        2'b10: usedw <= usedw + 8'h1;
        2'b01: usedw <= usedw - 8'h1;
      endcase  
      if (wrreq) ram[wr_addr] <= data;
      if (wrreq) wr_addr <= wr_addr + 8'h1;
      if (rdreq) begin
        rd_addr <= rd_addr + 8'h1;
        q       <= ram[rd_addr];
      end
    end  
  assign full = &usedw;
  assign empty = ~|usedw;
  assign almost_full = usedw > AFULL;
endmodule  
[/design/flow/constraint.sdc]
current_design sync_fifo

set clk_period 6.9
set clk_io_pct 0.2

create_clock -name clk0 -period $clk_period [get_ports {clock}]

set non_clock_inputs [all_inputs -no_clocks]
set_input_delay [expr $clk_period * $clk_io_pct] -clock clk0 $non_clock_inputs
set_output_delay [expr $clk_period * $clk_io_pct] -clock clk0 [all_outputs]
[/design/flow/config.mk]
export PLATFORM = sky130hd
export DESIGN_NAME = sync_fifo
export DESIGN_NICKNAME = sync_fifo
export VERILOG_FILES = /design/flow/design.v
export SDC_FILE = /design/flow/constraint.sdc
export NUM_CORES = 4
export LEC_CHECK = 1
export CORE_UTILIZATION = 40
[/design/flow/run.sh]
#!/bin/bash
# OpenROAD 26Q1-2900-gdf79404cd8, Yosys 0.63+post, stock flow scripts
make -C /OpenROAD-flow-scripts/flow DESIGN_CONFIG=/design/flow/config.mk WORK_HOME=/design/flow/orfs finish
==> deck_impl_summary.md <==
Key Metrics from the Run

Run status
  – Status: finished, final reports clean

Floorplan
  – Die x size: 172.0 um
  – Site Rows: 61
  – Chip footprint: 29580 um2
  – Floorplan core density: 41.15%
  – Core Area: 28090 um2
  – Die Ht: 172.0 um
  – I/O pin total: 74

Routing
  – Diodes inserted: 0
  – Detailed Route WL: 22650 um
  – Initial DRT Pass Iterations: 7
  – Vias: 6087
  – Routed Antenna Nets: 0
  – Drt drc: 0
  – Via-per-instance ratio: 5.358
  – Initial drt markers: 265
  – DR WL/cell: 19.94 um

Logic synthesis
  – Flops out of synthesis: 297
  – Top cells by area: edfxtp_1 (67%), dfrtp_1 (8.9%), a221oi_2 (3.2%), mux2_4 (3.2%), o211a_1 (2.7%)
  – Synthesized area per cell: 17.62 um2
  – Post-synth tally of flip-flops with integrated enable: 256
  – Biggest area consumer among synthesized cells: edfxtp_1
  – YS chip area: 11560 um2
  – Cells after Synth: 656
  – Commonest flop: edfxtp_1
  – Sequential-to-total area share from yosys stat: 75.39%
  – Most common cell in the netlist: edfxtp_1
  – Top cells by count: edfxtp_1 (256), inv_1 (43), dfrtp_1 (41)
  – Yosys cell count: 656
  – Post-Syn Area: 11560 um2
  – Yosys warns: 2
  – Yosys cell types: 32
  – Async set-or-reset flop fraction in the synthesized netlist: 13.80%
  – Area share, top type: 66.52%

Clock tree
  – Num CTS Buffers: 30
  – Clock buffer depth: 3
  – Post-CTS Repair Setup Buffers: 0
  – CTS resizes: 0
  – Clk slew on worst S/H paths: 60 ps
  – CTS tree: yes
  – Clock Sinks: 297
  – H-tree levels: 1
  – Clock latency (worst-skew pair): 540 ps
  – Hold-fix buffers, CTS: 0
  – Root Buffer Master: clkbuf_16

Cells and area
  – Fin area: 13720 um2
  – P&R area growth vs syn: 18.69%
  – Non-filler cells, final: 1136
  – Layout cells sized above 1: 17.02%

GRT
  – First-pass GRT wire length: 35610 um
  – Met1 Track Usage GR: 22.65%
  – Pin count of the biggest net entering global routing: 71
  – Top Usage Layer GRT: met2
  – Met2 Use GR: 26.53%
  – Gr usage total: 17.26%
  – Antenna violations before repair: 0
  – Vias in the first global route: 6566
  – GR Util met3: 9.832%
  – GRT overflow: 0

Final timing
  – Final setup viols: 0
  – Clock skew: 15.12 ps
  – RSZ-0062 raised after global routing: false
  – Final hold vios: 0
  – Final hold slack: 528.2 ps
  – Worst rel slew slack: 50.26%
  – Minimum clock period after layout: 3393 ps
  – Worst slew pin tran: 746.1 ps
  – Setup TNS: 0 ps
  – Final max-slew violation count: 0
  – Final worst slack: 3507 ps
  – Fin crit share: 49.17%
  – Fmax: 294.7 MHz

Worst setup path
  – Reg2reg path depth: 10
  – CP max FO: 40
  – CP Data Required Time: 7290 ps
  – Critical setup path kind: reg -> reg
  – Flop-to-flop setup slack: 3510 ps
  – Worst reg2reg path startpoint: rd_addr[2]$_DFFE_PP0P_
  – Worst Setup SP: rd_addr[2]$_DFFE_PP0P_
  – Arr. time, crit path: 3780 ps
  – CP startpoint kind: flop
  – Setup crit end: q[10]$_DFFE_PP0P_
  – Crit end category: flop
  – R2r endpoint: q[10]$_DFFE_PP0P_

Pwr
  – Internal power: 3.988 mW
  – P per Cell Area: 407.8 nW/um2
  – Combinational share of power: 29.8%
  – P_sw: 1.606 mW
  – Worst vdd rail ir drop: 226.5 uV
  – Leakage: 4.917 nW
  – Switch share: 28.71%
  – Register share of total power: 41.1%
  – Clock Power Share: 29.2%

Placement
  – PortBufs: 73
  – Post-DP HPWL: 11910 um
  – Placed instance count: 1080
  – Placed inst area: 12690 um2
  – Routability cong.: 0.7612
  – Setup WS pre-CTS: 3163 ps

Worst hold path
  – HP Class: reg -> reg

Run
  – Tool Warnings: 33
  – Max_cap viols: 0
## critical path: stages (launching register included)
cell      delay (ps)
dfrtp_2          380
buf_4            350
inv_1            120
buf_4            430
ha_1             230
buf_4            380
nor4_2            70
nand2_2          380
buf_4            510
o2111a_1         270
o22ai_1           80
## power by group through the flow
stage,Combinational [mW],Clock (mW),Sequential [mW]
after CTS,1.69,1.66,2.30
after global routing,1.83,1.74,2.32
final,1.67,1.63,2.30
## how the worst min path moves through the flow
stage | start | endpoint | slack [ps] | cells after the start
after global routing | q[22]$_DFFE_PP0P_ | q[22]$_DFFE_PP0P_ | 540 | 2
final | q[25]$_DFFE_PP0P_ | q[25]$_DFFE_PP0P_ | 530 | 2
after CTS | wr_addr[0]$_DFFE_PP0P_ | wr_addr[0]$_DFFE_PP0P_ | 530 | 1
## cell type report
class,count,area (um2)
fill,2303,14370
sequential,297,8715
tap,378,473.0
inverter,43,161.4
multi-input combinational,270,2469
clock buffer,47,905.9
timing repair buffer,92,868.3
clock inverter,9,125.1
## kinds of logic after synthesis
logic type,after synthesis,share of synthesized area (%)
and+or+nand+nor,23,1.061
muxes,31,3.832
xor gates and xnor gates,5,0.3789
buffers and inverters,89,3.356
AOI/OAI and AO/OA,197,14.40
DFF,297,75.39
adders and majority gates,14,1.581
## metrics by stage
stage | total power, mW | util [%]
floorplan | 3.413 | -
global placement | 3.970 | 45.17
detailed placement | 4.003 | 45.17
CTS | 5.653 | 48.84
global route | 5.887 | 48.84
finish | 5.594 | 48.84
## registers in the layout, summed over array words and instances, names as in the netlist
name     cells
q           32
wr_addr      3
usedw        3
ram        256
rd_addr      3
## metal layers
layer / up-vias / part of all wire, %
met5: - / 0
met4: 0 / 1.7
met3: 30 / 12
met2: 315 / 47
met1: 2975 / 39
li1: 2767 / -
## cells in the final DEF (no fill, tap or decap), types with 8 or more instances in the layout
master and n:
edfxtp_1 256, clkdlybuf4s50_1 72, inv_1 42, dfrtp_1 40
a22oi_1 32, o22ai_1 32, o21ai_0 32, a22o_1 31
o211a_1 31, clkbuf_16 31, mux2_4 25, a221oi_2 25
buf_4 19, ha_1 12, clkbuf_1 9, a221oi_1 8
No activity file was given, so power comes from the tool's default toggle rates.
